## config.mk

```make
export PLATFORM = sky130hd
export DESIGN_NAME = BubbleSort
export DESIGN_NICKNAME = BubbleSort
export VERILOG_FILES = /design/flow/design.v
export SDC_FILE = /design/flow/constraint.sdc
export NUM_CORES = 4
export LEC_CHECK = 1
export CORE_UTILIZATION = 40
```

## constraint.sdc

```tcl
current_design BubbleSort

set clk_period 21.5
set clk_io_pct 0.2

create_clock -name clk0 -period $clk_period [get_ports {clk}]
create_clock -name clk1 -period $clk_period [get_ports {ramReady}]

set non_clock_inputs [all_inputs -no_clocks]
set_input_delay [expr $clk_period * $clk_io_pct] -clock clk0 $non_clock_inputs
set_output_delay [expr $clk_period * $clk_io_pct] -clock clk0 [all_outputs]
```

## design.v

```verilog
`timescale 1ns / 1ps
module BubbleSort(networkState,finished,fitness,activeNetwork,clk,ramBusDataOut,ramBusDataIn,ramBusAddr,ramLatch,ramReady,ramInstruction);
parameter INPUT_COUNT=2;					 
parameter OUTPUT_COUNT=1;					 
parameter NEURON_COUNT=5;					 
parameter CONNECTIONS=2;					 
parameter NETWORKS_PER_POPULATION=16;	 
input [1:0]networkState;
output reg finished=0;
input [15:0]fitness;
input[3:0]activeNetwork;
input clk;
inout [15:0]ramBusDataIn;
input [15:0]ramBusDataOut;
inout [23:1]ramBusAddr;
inout ramLatch;
input ramReady;
inout ramInstruction;
parameter READ=0;
parameter WRITE=1;
reg ramLatchTemp;
reg [23:1]ramBusAddrTemp=0;
reg ramInstructionTemp;
reg [15:0]ramBusDataInTemp;
assign ramLatch = (networkState==2) ? ramLatchTemp : 1'bz;
assign ramInstruction = (networkState==2) ? ramInstructionTemp : 1'bz;
assign ramBusAddr = (networkState==2) ? ramBusAddrTemp : 23'bzzzzzzzzzzzzzzzzzzzzzzz;
assign ramBusDataIn = (networkState==2) ? ramBusDataInTemp : 16'bzzzzzzzzzzzzzzzz;
reg [15:0]networkFitness[NETWORKS_PER_POPULATION-1:0];
reg [15:0]DNATemp0[OUTPUT_COUNT+(NEURON_COUNT*CONNECTIONS)-1:0];
reg [15:0]DNATemp1[OUTPUT_COUNT+(NEURON_COUNT*CONNECTIONS)-1:0];
reg [15:0]geneCounter;
reg [4:0]nc1=0;
reg [4:0]nc2=0;
genvar v;
generate
	for(v=0;v<OUTPUT_COUNT+(NEURON_COUNT*CONNECTIONS);v=v+1) begin:initializeTemps
		initial DNATemp0[v]=0;
		initial DNATemp1[v]=0;
	end
endgenerate
parameter CHECK=0;
parameter READ0=1;
parameter READ1=2;
parameter WRITE0=3;
parameter WRITE1=4;
parameter STOP=5;
reg [2:0]sortState=CHECK;
always @(posedge clk) begin
	if (networkState==2) begin
		if (sortState==CHECK) begin
			if (networkFitness[nc1]<networkFitness[nc1+1]) begin		
				networkFitness[nc1+1]<=networkFitness[nc1];  	
				networkFitness[nc1]<=networkFitness[nc1+1];		
				sortState<=READ0;		
				ramBusAddrTemp<=(nc1)*(OUTPUT_COUNT+(NEURON_COUNT*CONNECTIONS));
				geneCounter<=0;
			end
			if (nc1<(NETWORKS_PER_POPULATION-1)) begin
				nc1<=nc1+1;
			end else begin
				if (nc2<NETWORKS_PER_POPULATION) begin
					nc2<=nc2+1;
					nc1<=0;
				end else begin
					sortState<=STOP;
					finished<=1;
				end
			end
		end else begin
			if (ramReady) begin
				if (geneCounter<(OUTPUT_COUNT+(NEURON_COUNT*CONNECTIONS))-1) begin
					ramBusAddrTemp<=ramBusAddrTemp+1;
					geneCounter<=geneCounter+1;
					if (sortState==READ0 || sortState==READ1) begin 
						ramInstructionTemp<=READ;
					end
					if (sortState==WRITE0) begin
						ramBusDataInTemp<=DNATemp1[geneCounter];
						ramInstructionTemp<=WRITE;
					end
					if (sortState==WRITE1) begin
						ramBusDataInTemp<=DNATemp0[geneCounter];
						ramInstructionTemp<=WRITE;
					end
					ramLatchTemp<=1;
				end else begin
					case (sortState)
						READ0: begin
							ramBusAddrTemp<=ramBusAddrTemp+1;
							geneCounter<=0;
							sortState<=READ1;
						end
						READ1: begin
							ramBusAddrTemp<=(nc1-1)*(OUTPUT_COUNT+(NEURON_COUNT*CONNECTIONS));
							geneCounter<=0;
							sortState<=WRITE0;
						end
						WRITE0: begin
							ramBusAddrTemp<=ramBusAddrTemp+1;
							geneCounter<=0;
							sortState<=WRITE1;
						end
						WRITE1: begin
							sortState<=CHECK;
						end
					endcase
				end
			end else begin
				ramLatchTemp<=0;
			end
		end
	end else begin
		nc1<=0;
		nc2<=0;	
		sortState<=CHECK;
		finished<=0;
		ramBusAddrTemp<=0;
		networkFitness[activeNetwork]<=fitness;
	end
end
always @(posedge ramReady) begin
	case (sortState)
		READ0: DNATemp0[geneCounter]<=ramBusDataOut;
		READ1: DNATemp1[geneCounter]<=ramBusDataOut;
	endcase
end
endmodule 
```

## run.sh

```bash
#!/bin/bash
# OpenROAD 26Q1-2900-gdf79404cd8, Yosys 0.63+post, stock flow scripts
make -C /OpenROAD-flow-scripts/flow DESIGN_CONFIG=/design/flow/config.mk WORK_HOME=/design/flow/orfs finish
```

==> results.sh <==
# yosys + openroad results
export IMPL_syn_area_um2=33500
export IMPL_most_common_cell="edfxtp_1"
export IMPL_die_width_um=292
export IMPL_post_cts_setup_buffers=0
export IMPL_ys_sh_simple=0.0534
export IMPL_ys_chip_area_um2=33500
export IMPL_fp_util=0.406
export IMPL_numPortBuffers=39
export IMPL_gp_congestion=0.865
export IMPL_ys_types=57
export IMPL_ys_ff=679
export IMPL_syn_area_per_cell_um2=15.7
export IMPL_ys_flop_type="edfxtp_1"
export IMPL_lastStage="clock tree synthesis"
export IMPL_dpl_cell_area_um2=35300
export IMPL_outcome="did not finish"
export IMPL_num_rows=105
export IMPL_error_line="[error] [KeplerFormal.cpp:679] Workflow failed: Iso has multiple drivers: .ramBusAddr10, ramBusAddr[10]$_SDFFE_PN0P_.Q0"
export IMPL_synth_seq_share=0.597
export IMPL_synth_compound_gate_area_share=0.0423
export IMPL_ys_sh_adder=0.0225
export IMPL_ys_cells=2140
export IMPL_synth_mux_area_fraction=0.246
export IMPL_top_area_frac=0.575
export IMPL_netlist_instances=2140
export IMPL_ys_warn_count=5
export IMPL_pin_count=82
export IMPL_die_h_um=292
export IMPL_dp_hpwl_um=50400
export IMPL_top_logic_kind="multiplexers"
export IMPL_synthArstFlopShare=0
export IMPL_holdBufCountCts=0
export IMPL_top_cells_by_count="642 x edfxtp_1, 300 x mux2i_1, 224 x mux4_2, 141 x nand2_1, 101 x nor2_1"
export IMPL_topCellsByArea="edfxtp_1 58%, mux4_2 15%, mux2i_1 9.0%"
export IMPL_synthXorXnorAreaFrac=0.00862
export IMPL_edf_count=642
export IMPL_cts_resized_gates=0
export IMPL_top_area_cell="edfxtp_1"
## kinds of logic after synthesis
| logic type | Yosys count |
|---|---|
| xor+xnor | 33 |
| buf+inv | 202 |
| other cells | 1 |
| compound gates | 236 |
| fa+ha+maj | 58 |
| flops | 679 |
| simple gates | 393 |
| mux | 538 |
## metrics by stage
| stage | worst slack (ns) | cells | hold slack [ns] | power (uW) |
|---|---|---|---|---|
| 2_1_floorplan | 9.76 | 2151 | 0.0989 | 2180 |
| 3_3_place_gp | 9.64 | 3187 | 0.0989 | 2390 |
| 3_5_place_dp | 9.64 | 3187 | 0.0989 | 2400 |
Power and IR drop assume default switching activity.
