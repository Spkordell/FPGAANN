==> design.v <==
`timescale 1ns / 1ps
module DNACrosser(networkState,finished,randomNum,clk,ramBusDataOut,ramBusDataIn,ramBusAddr,ramLatch,ramReady,ramInstruction);
parameter INPUT_COUNT=1;					 
parameter OUTPUT_COUNT=1;					 
parameter NEURON_COUNT=2;					 
parameter CONNECTIONS=2;					 
parameter NETWORKS_PER_POPULATION=16;	 
parameter LOW_MUTATION_PROBABILITY=2;	 
parameter HIGH_MUTATION_PROBABILITY=10; 
input [1:0]networkState;
output reg finished=0;
input [8:0]randomNum;
input clk;
inout [15:0]ramBusDataIn;
input [15:0]ramBusDataOut;
inout [23:1]ramBusAddr;
inout ramLatch;
input ramReady;
inout ramInstruction;
parameter READ=0;
parameter WRITE=1;
reg ramLatchTemp;
reg [23:1]ramBusAddrTemp=0;
reg ramInstructionTemp;
reg [15:0]ramBusDataInTemp;
assign ramLatch = (networkState==3) ? ramLatchTemp : 1'bz;
assign ramInstruction = (networkState==3) ? ramInstructionTemp : 1'bz;
assign ramBusAddr = (networkState==3) ? ramBusAddrTemp : 23'bzzzzzzzzzzzzzzzzzzzzzzz;
assign ramBusDataIn = (networkState==3) ? ramBusDataInTemp : 16'bzzzzzzzzzzzzzzzz;
wire [6:0]random100;
wire [15:0]randomGene;
assign random100={randomNum}%128;									 	 
assign randomGene={randomNum}%(OUTPUT_COUNT+NEURON_COUNT+1);	 
reg [1:0]mother=0;
reg [1:0]father=1;
reg [3:0]offspring=4;
reg [15:0]DNATemp2;
reg [15:0]DNATemp3;
reg [22:0]geneCounter;
parameter LOW=0;
parameter HIGH=1;
reg mutationLevel=LOW;
parameter READ2=0;
parameter READ3=1;
parameter WRITE4=2;
parameter STOPCROSS=3;
reg [1:0]crossState=READ2;
always @(posedge clk) begin
	if (networkState==3) begin
		if(ramReady) begin
			ramLatchTemp<=1;
			case (crossState)
				READ2: begin
					ramBusAddrTemp<=mother*(OUTPUT_COUNT+(NEURON_COUNT*CONNECTIONS))+geneCounter;
					ramInstructionTemp<=READ;
				end
				READ3: begin
					ramBusAddrTemp<=father*(OUTPUT_COUNT+(NEURON_COUNT*CONNECTIONS))+geneCounter;
					ramInstructionTemp<=READ;
				end
				WRITE4:begin
					ramBusAddrTemp<=offspring*(OUTPUT_COUNT+(NEURON_COUNT*CONNECTIONS))+geneCounter;
					ramInstructionTemp<=WRITE;
					case (mutationLevel) 
						LOW: begin
							if (random100<((127-(127*LOW_MUTATION_PROBABILITY))/2)) begin
								ramBusDataInTemp<=DNATemp2;
							end else begin
								if (random100<(127-(127*LOW_MUTATION_PROBABILITY))) begin
									ramBusDataInTemp<=DNATemp3;
								end else begin  
									ramBusDataInTemp<=randomGene;		
								end
							end
						end
						HIGH: begin
							if (random100<((127-(127*HIGH_MUTATION_PROBABILITY))/2)) begin
								ramBusDataInTemp<=DNATemp2;
							end else begin
								if (random100<(127-(127*HIGH_MUTATION_PROBABILITY))) begin
									ramBusDataInTemp<=DNATemp3;
								end else begin  
									ramBusDataInTemp<=randomGene;		
								end
							end
						end
					endcase
					if (geneCounter > (OUTPUT_COUNT+(NEURON_COUNT*CONNECTIONS)-1)) begin
						geneCounter<=0;
						offspring<=offspring+1;
						case (offspring)
							4: begin
								mother<=0;
								father<=2;	
								crossState<=READ2;
								mutationLevel<=LOW;
							end
							5: begin
								mother<=0;
								father<=3;		
								crossState<=READ2;
								mutationLevel<=LOW;
							end
							6: begin
								mother<=1;
								father<=2;		
								crossState<=READ2;
								mutationLevel<=LOW;
							end
							7: begin
								mother<=1;
								father<=3;		
								crossState<=READ2;
								mutationLevel<=LOW;
							end
							8: begin
								mother<=2;
								father<=3;
								crossState<=READ2;
								mutationLevel<=LOW;
							end						
							9: begin
								mother<=0;
								father<=1;	
								crossState<=READ2;
								mutationLevel<=HIGH;
							end
							10: begin
								mother<=0;
								father<=2;		
								crossState<=READ2;
								mutationLevel<=HIGH;
							end
							11: begin
								mother<=0;
								father<=3;		
								crossState<=READ2;
								mutationLevel<=HIGH;
							end
							12: begin
								mother<=1;
								father<=2;		
								crossState<=READ2;
								mutationLevel<=HIGH;
							end
							13: begin
								mother<=1;
								father<=3;
								crossState<=READ2;
								mutationLevel<=HIGH;
							end
							14: begin
								mother<=2;
								father<=3;
								crossState<=READ2;
								mutationLevel<=HIGH;
							end				
							15: begin
								crossState<=STOPCROSS;
								finished<=1;
							end
						endcase
					end else begin
						geneCounter<=geneCounter+1;
						crossState<=READ2;
					end
				end
			endcase
		end else begin
			ramLatchTemp<=0;
		end
	end else begin
		mother<=0;
		father<=1;
		offspring<=4;
		geneCounter<=0;	
		mutationLevel<=LOW;	
		crossState<=READ2;
	end
end
always @(posedge ramReady) begin
	case (crossState)
		READ2: begin
			DNATemp2<=ramBusDataOut;
			crossState<=READ3;
		end
		READ3: begin
			DNATemp3<=ramBusDataOut;
			crossState<=WRITE4;
		end
	endcase
end
endmodule 
==> run.sh <==
#!/bin/bash
# OpenROAD 26Q1-2900-gdf79404cd8, Yosys 0.63+post, stock flow scripts
make -C /OpenROAD-flow-scripts/flow DESIGN_CONFIG=/design/flow/config.mk WORK_HOME=/design/flow/orfs finish
==> config.mk <==
export PLATFORM = sky130hd
export DESIGN_NAME = DNACrosser
export DESIGN_NICKNAME = DNACrosser
export VERILOG_FILES = /design/flow/design.v
export SDC_FILE = /design/flow/constraint.sdc
export NUM_CORES = 4
export LEC_CHECK = 1
export CORE_AREA = 10 10 70 70
export DIE_AREA = 0 0 80 80
==> constraint.sdc <==
current_design DNACrosser

set clk_period 1.4
set clk_io_pct 0.2

create_clock -name clk0 -period $clk_period [get_ports {clk}]
create_clock -name clk1 -period $clk_period [get_ports {ramReady}]

set non_clock_inputs [all_inputs -no_clocks]
set_input_delay [expr $clk_period * $clk_io_pct] -clock clk0 $non_clock_inputs
set_output_delay [expr $clk_period * $clk_io_pct] -clock clk0 [all_outputs]
==> metrics.sh <==
OUTCOME='complete, no violations'
NUMBER_OF_GLOBAL_ROUTE_VIAS_BEFORE_REPAIR=466
TIMING.CRITICAL_PATH.REQUIRED_NS=1.47
CP_MAX_FO=10
FINAL_WEIGHTED_CONGESTION_IN_ROUTABILITY_DRIVEN_PLACEMENT=0.654
SYNTHTOLAYOUTAREAGROWTH_PCT=20.2
PATH_CLK_SLEW_NS=0.13
SYNTHESIS.INSTANCES=45
SYNTH-XOR-AREA-SHARE_PCT=0
DETAILEDROUTE.FIRSTITERATIONVIOLATIONS=9
GRT_PASS1_WL_UM=1970
POST_CTS.REPAIR.SETUP_BUFFERS=0
DRT_WL_CELL_UM=11.1
POST_CTS_HOLD_BUFFER_COUNT=0
PLACEABLECOREAREA_UM2=3420
VIAS=360
SETUP_VIOLATIONS=0
YOSYS_AREA_UM2=850
STATIC-LEAKAGE-POWER_nW=0.411
DRT-VIAS-PER-INSTANCE=2.86
SYNTH_FLOPS=23
PLACEMENTROWS=21
GRT_ANTENNA_BEFORE_REPAIR=0
GRT_MAX_DEGREE=14
YOSYS.AREA_SHARE.ADDER_PCT=0
SIMPLE_GATE_SHARE_PCT=1.47
NETLIST_AREA_PRE_PLACE_UM2=850
FLOORPLAN.CORE_UTIL_PCT=24.9
SYNTH_CELL_TYPES=5
TIMING.CRITICAL_PATH.ARRIVAL_NS=1.45
SYNTH_STAT.CELLS=45
PORT_BUFFERS=2
WORST_PATH_LARGEST_CELL_DELAY_NS=0.19
TOOL_WARNINGS=52
REPORT.FINAL.SLEW_VIOL_COUNT=0
DRT_WL_TOTAL_UM=1400
HP-CLASS='clock port to flip-flop'
SYNTHESIS.YOSYS.WARNINGS=7
FINAL_CELL_COUNT_NO_FILL=126
COUNT_OF_INSERTED_ANTENNA_DIODE_CELLS=0
CRIT_FAMILY='buffers and inverters'
RSZ0062_AT_GRT='false'
TRITONCTS='done'
DIE_AREA_UM2=6400
PLACE.DETAILED.INSTANCES=114
POWER_DENSITY_nW_PER_UM2=1580
WORST-SETUP-PATH-TYPE='clock port to flip-flop'
DESIGN_POWER_TOTAL_mW=1.62
ANTENNA_LEFT=0
DRC=0
DRT_PRE_ANTENNA_ITERS=2
PIN_COUNT=71
SYNTH.CELLMIX.COMPOUNDSHARE_PCT=0
CRITPATHMOSTFREQUENTCELL='sky130_fd_sc_hd__clkbuf_4'
DETAILED_PLACE_HPWL_UM=984
DIE_W_UM=80
FINAL_HOLD_VIOL_COUNT=0
OVERFLOW=0
CRITICAL_PATH.N_BUFFERS_INVERTERS=4
SYNTH_AREA_PER_CELL_UM2=18.9
CELLS_ALONG_THE_CRITICAL_PATH='clkbuf_4 -> clkbuf_4 -> and3_2 -> clkbuf_4 -> buf_4'
CRITICAL_PATH.STARTPOINT_TYPE='clock port'
SEQ_SHARE_SYNTH_PCT=81.3
END_KIND='flip-flop'
MAXCAPVIOLCOUNT=0
DIE_H_UM=80
FINAL_CELL_AREA_UM2=1020
CRITICAL_PATH.SLOWEST_CELL='sky130_fd_sc_hd__and3_2'
GLOBAL_ROUTE.USAGE.TOTAL_PCT=4.25
IR_WORST_VDD_uV=562
POST_DP_CELL_AREA_UM2=936
FINALHOLDWORSTSLACK_NS=0.0122
DRIVE_ABOVE_1_SHARE_PCT=15.0
SYNTH.AREA.MUX_SHARE_PCT=0
SYNTH.LOGIC.TOP_FAMILY='buffers and inverters'
-- through the flow --
stage / setup WS [ns] / setup TNS, ns / utilization, %
2_1_floorplan: 0.0738 / 0 / -
3_3_place_gp: -0.114 / -2.51 / 27.4
3_5_place_dp: -0.120 / -2.63 / 27.4
4_1_cts: -0.0320 / -0.615 / 29.9
5_1_grt: 0.000531 / 0 / 29.9
6_report: 0.0142 / 0 / 29.9
-- registers in the layout, indices dropped and copies added (netlist names) --
name,flops
ramBusAddr,22
ramLatch,1
-- path summary, 6_finish.rpt --
kind	start	to	slack [ns]	depth (start not counted)
worst max-delay path	ramReady	ramBusAddr[17]$_DFFE_PP_	0.01	5
worst min-delay path	ramReady	ramLatch$_DFFE_PP_	0.01	2
-- cells in the final DEF, fill, tap and decap left out --
cell type / synthesis / routed
sky130_fd_sc_hd__conb_1: 1 / 41
sky130_fd_sc_hd__clkdlybuf4s50_1: 0 / 2
sky130_fd_sc_hd__and2_1: 1 / 1
sky130_fd_sc_hd__and3_2: 0 / 1
sky130_fd_sc_hd__buf_4: 19 / 2
sky130_fd_sc_hd__clkinv_2: 0 / 1
sky130_fd_sc_hd__clkbuf_4: 0 / 7
sky130_fd_sc_hd__clkbuf_1: 0 / 1
sky130_fd_sc_hd__edfxtp_1: 23 / 23
sky130_fd_sc_hd__inv_6: 0 / 1
-- cells in the mapped netlist, drive strengths merged --
cell type	number	area [µm²]
buf	19	143
and2	1	6.26
and3	1	6.26
edfxtp	23	691
conb	1	3.75
-- power by group --
part	total (mW)	switching, mW	internal (mW)	leakage (nW)
Combinational	0.0171	0.0114	0.00564	0.143
Sequential	1.03	0.0298	1.00	0.211
Clock	0.565	0.312	0.252	0.0565
Total	1.62	0.353	1.26	0.411
-- per-layer routing --
layer  GRT usage, %  share of wire (%)  vias to the layer above  wire length [µm]
met4           4.05               0.50                        0                 7
met5              0                  0                        -                 0
li1               -                  -                      171                 -
met3           5.57                 16                        2               221
met1           3.49                 36                      156               498
met2           4.65                 48                       31               671
-- what timing repair did --
item / CTS / global route
endpoints found under the hold margin: 0 / 0
gates resized: 0 / 2
pin swaps: 0 / 0
setup endpoints to repair: 22 / 22
-- cells by family after synthesis --
family,Yosys count
buffers and inverters,19
DFF,23
other,1
and+or+nand+nor,2
-- layout make-up --
type	count	area, µm²
Fill cell	340	2390
Clock buffer	10	71.3
Tap cell	46	57.6
Timing Repair Buffer	2	20.0
Multi-Input combinational cell	43	168
Clock inverter	2	13.8
Sequential cell	23	691
Power figures rest on the tool's default switching activity, not on a simulated workload.
