==> design/flow/design.v <==
`timescale 1ns / 1ps
module DNAInitializer(randomizeEnabled,networkState,finished,randomNum,clk,ramBusDataIn,ramBusAddr,ramLatch,ramReady,ramInstruction);
parameter INPUT_COUNT=1;					 
parameter OUTPUT_COUNT=1;					 
parameter NEURON_COUNT=2;					 
parameter CONNECTIONS=2;					 
parameter NETWORKS_PER_POPULATION=16;	 
input randomizeEnabled;
input [1:0]networkState;
output reg finished=0;
input [8:0]randomNum;
input clk;
inout [15:0]ramBusDataIn;
inout [23:1]ramBusAddr;
inout ramLatch;
input ramReady;
inout ramInstruction;
parameter READ=0;
parameter WRITE=1;
reg ramLatchTemp;
reg [23:1]ramBusAddrTemp=0;
reg [15:0]ramBusDataInTemp=0;
assign ramLatch = (networkState==0) ? ramLatchTemp : 1'bz;
assign ramInstruction = (networkState==0) ? WRITE : 1'bz;
assign ramBusAddr = (networkState==0) ? ramBusAddrTemp : 23'bzzzzzzzzzzzzzzzzzzzzzzz;
assign ramBusDataIn = (networkState==0) ? ramBusDataInTemp : 16'bzzzzzzzzzzzzzzzz;
wire [15:0]randomGene;
assign randomGene={randomNum}%(OUTPUT_COUNT+NEURON_COUNT+1);  
always @(posedge clk) begin	
	if (networkState==0) begin
		if (randomizeEnabled) begin
			if (ramReady) begin
				if (ramBusAddrTemp<((OUTPUT_COUNT+(NEURON_COUNT*CONNECTIONS))*NETWORKS_PER_POPULATION)) begin	
					finished<=0;
					ramBusDataInTemp<=randomGene;
					ramBusAddrTemp<=ramBusAddrTemp+1;
					ramLatchTemp<=1;					
				end else begin
					finished<=1;
				end
			end else begin
				ramLatchTemp<=0;		
			end
		end
	end
end
endmodule 
`timescale 1ns / 1ps
module NetworkControl(clk,networkState,initializeFinished,sortFinished,crossFinished,networkFinished,generationCounter);
	parameter NETWORKS_PER_POPULATION=16;	 
	parameter INITIALIZE=0;
	parameter RUN=1;
	parameter SORT=2;
	parameter CROSS=3;
	input clk;
	output reg [1:0]networkState=INITIALIZE;
	input initializeFinished;
	input sortFinished;
	input crossFinished;
	input networkFinished;
	output reg [7:0]generationCounter=0;
	always @(posedge clk) begin
		case (networkState)
			INITIALIZE: begin
				if (initializeFinished) begin
					networkState<=RUN;
				end
			end
			RUN: begin
				if (networkFinished) begin
					networkState<=SORT;
				end
			end
			SORT: begin
				if (sortFinished) begin
					networkState<=CROSS;   
				end
			end
			CROSS: begin
				if (crossFinished) begin
					networkState<=RUN;
					generationCounter<=generationCounter+1;
				end
			end
		endcase
	end
endmodule
`timescale 1ns / 1ps
module RAMControl(clk,Instruction,latch,ramBusDataOut,ramBusDataIn,ramBusAddr,MemAdr,MemDB,RamCE,MemOE,MemWE,RamAdv,RamClk,RamLB,RamUB,FlashCE,Ready);
input clk;
input Instruction;
input latch;
input [15:0]ramBusDataIn;
output reg [15:0]ramBusDataOut;
input [23:1]ramBusAddr;
inout  [15:0]MemDB;
output [23:1]MemAdr;
output reg RamCE;
output reg MemOE;
output reg MemWE;
output RamAdv;
output RamClk;
output RamLB;
output RamUB;
output FlashCE;
output reg Ready;
wire [15:0] MemDBIn;
reg [15:0] MemDBOut=0;
reg MemDBOE=0;
assign MemDB = MemDBOE ? MemDBOut : 16'hzzzz;
assign MemDBIn = MemDB;
assign RamAdv=0;
assign RamClk=0;
assign RamLB=0;
assign RamUB=0;
assign FlashCE=1;
parameter READ=0;
parameter WRITE=1;
parameter RESET=2;
parameter READWAIT0=3;
parameter READWAIT1=4;
parameter READWAIT2=5;
parameter READWAIT3=6;
parameter WRITEWAIT0=7;
parameter WRITEWAIT1=8;
parameter WRITEWAIT2=9;
parameter WRITEWAIT3=10;
reg [3:0]ramState=RESET;
assign MemAdr=ramBusAddr;
always @(posedge clk) begin
	case (ramState)
		RESET: begin
			RamCE<=1;
			MemOE<=1;
			MemWE<=1;
			MemDBOE<=0;
			if (latch) begin
				Ready<=0;
				if (Instruction==READ) begin
					ramState<=READ;
				end else begin
					ramState<=WRITE;	
					MemDBOE<=1;					
					MemDBOut<=ramBusDataIn;
				end
			end
		end 	
		READ: begin
			MemDBOE<=0;
			RamCE<=0;
			MemOE<=0;
			MemWE<=1;
			ramState<=READWAIT0;
		end
		WRITE: begin
			RamCE<=0;
			MemWE<=0;
			ramState<=WRITEWAIT0;
		end
		READWAIT0: ramState<=READWAIT1;
		READWAIT1: ramState<=READWAIT2;
		READWAIT2: ramState<=READWAIT3;
		READWAIT3: begin
			ramState<=RESET;
			Ready<=1;
			ramBusDataOut<=MemDBIn;			
		end
		WRITEWAIT0: ramState<=WRITEWAIT1;
		WRITEWAIT1: ramState<=WRITEWAIT2;
		WRITEWAIT2: ramState<=WRITEWAIT3;	
		WRITEWAIT3: begin
			ramState<=RESET;
			Ready<=1;
		end		
	endcase
end
endmodule
`timescale 1ns / 1ps
module TopMod(clk,nin,nout,an,seg,MemDB,MemAdr,RamCE,MemOE,MemWE,RamAdv,RamClk,RamLB,RamUB,FlashCE);
parameter READ=0;
parameter WRITE=1;
input clk;
input [0:0]nin;
output [0:0]nout;
output [3:0]an;
output [6:0]seg;
inout  [15:0]MemDB;
output [23:1]MemAdr;
output RamCE;
output MemOE;
output MemWE;
output RamAdv;
output RamClk;
output RamLB;
output RamUB;
output FlashCE;
reg randomizeEnabled=1;
reg [63:0]timeToRun=25000000;
reg fitness=1;
wire ramInstruction;
wire ramLatch;
wire [15:0]ramBusDataOut;
wire [15:0]ramBusDataIn;
wire [23:1]ramBusAddr;
wire ramReady;
wire networkState;
wire initializeFinished;
wire sortFinished;
wire crossFinished;
wire networkFinished;
wire [3:0]activeNetwork;
wire [7:0]generationCounter;
wire [7:0]randomnum;
assign nout=nin;
bcddisplay4 DISP(clk,activeNetwork,an,seg);
RAMControl RC(clk,ramInstruction,ramLatch,ramBusDataOut,ramBusDataIn,ramBusAddr,MemAdr,MemDB,RamCE,MemOE,MemWE,RamAdv,RamClk,RamLB,RamUB,FlashCE,ramReady);
NetworkControl NC(clk,networkState,initializeFinished,sortFinished,crossFinished,networkFinished,generationCounter);
DNAInitializer INIT(randomizeEnabled,networkState,initializeFinished,randomnum,clk,ramBusDataIn,ramBusAddr,ramLatch,ramReady,ramInstruction);
PNGenerator RAND(clk, 0, randomnum);
endmodule
`timescale 1ns / 1ps
module add3(in,out);
input [3:0] in;
output [3:0] out;
reg [3:0] out;
always @ (in)
	case (in)
	4'b0000: out <= 4'b0000;
	4'b0001: out <= 4'b0001;
	4'b0010: out <= 4'b0010;
	4'b0011: out <= 4'b0011;
	4'b0100: out <= 4'b0100;
	4'b0101: out <= 4'b1000;
	4'b0110: out <= 4'b1001;
	4'b0111: out <= 4'b1010;
	4'b1000: out <= 4'b1011;
	4'b1001: out <= 4'b1100;
	default: out <= 4'b0000;
	endcase
endmodule
`timescale 1ns / 1ps
module bcd7seg(input[3:0] Y, output reg[0:6] disp);
	always@(Y)
	begin
	case(Y)
		0: disp=7'b0000001;
		1: disp=7'b1001111;
		2: disp=7'b0010010;
		3: disp=7'b0000110;
		4: disp=7'b1001100;
		5: disp=7'b0100100;
		6: disp=7'b0100000;
		7: disp=7'b0001111;
		8: disp=7'b0000000;
		9: disp=7'b0000100;
		10: disp=7'b0001000;
		11: disp=7'b1100000;
		12: disp=7'b0110001;
		13: disp=7'b1000010;
		14: disp=7'b0110000;
		15: disp=7'b0111000;
	endcase
	end
endmodule
`timescale 1ns / 1ps
module bcddisplay4( input clk, input [7:0] sw, output [3:0] an, output [6:0] seg);
parameter zero = 4'b0000;
wire clk_out;
wire [3:0] mux_out;
wire [1:0] counter_out;
wire [3:0] ones, tens, hundreds;
binary_to_BCD u0(sw, ones, tens, hundreds);
mux4to1 u1(ones, tens, hundreds, zero, counter_out, mux_out);
slowclock u2(clk, clk_out);
my_counter u3(clk_out, counter_out);
decoder2to4 u4(counter_out, an);
bcd7seg u5(mux_out, seg);
endmodule
`timescale 1ns / 1ps
module binary_to_BCD(A,ONES,TENS,HUNDREDS);
input [7:0] A;
output [3:0] ONES, TENS;
output [1:0] HUNDREDS;
wire [3:0] c1,c2,c3,c4,c5,c6,c7;
wire [3:0] d1,d2,d3,d4,d5,d6,d7;
assign d1 = {1'b0,A[7:5]};
assign d2 = {c1[2:0],A[4]};
assign d3 = {c2[2:0],A[3]};
assign d4 = {c3[2:0],A[2]};
assign d5 = {c4[2:0],A[1]};
assign d6 = {1'b0,c1[3],c2[3],c3[3]};
assign d7 = {c6[2:0],c4[3]};
add3 m1(d1,c1);
add3 m2(d2,c2);
add3 m3(d3,c3);
add3 m4(d4,c4);
add3 m5(d5,c5);
add3 m6(d6,c6);
add3 m7(d7,c7);
assign ONES = {c5[2:0],A[0]};
assign TENS = {c7[2:0],c5[3]};
assign HUNDREDS = {c6[3],c7[3]};
endmodule
`timescale 1ns / 1ps
module decoder2to4 (input [1:0] en, output reg [3:0] an);
always@(en)
begin
	case (en)
	0: an=4'b1110;
	1: an=4'b1101;
	2: an=4'b1011;
	3: an=4'b0111;
	endcase
end
endmodule
`timescale 1ns / 1ps
module mux4to1( input [3:0] A, B, C, D, input [1:0] sel, output [3:0] Y);
	assign Y = (sel==0)?A : (sel==1)?B : (sel==2)?C : D;
endmodule
`timescale 1ns / 1ps
module my_counter( clk, Q );
input clk;
output [1:0] Q;
reg [1:0] temp;
	always @(posedge clk)
		begin
		temp = temp + 1;
		end
	assign Q = temp;
endmodule
`timescale 1ns / 1ps
module PNGenerator(clk, reset, randomnum);
input clk;
input reset;
output reg [8:0] randomnum;
reg [7:0] randtemp;
always @(posedge clk)
begin
	if(reset)
		randtemp <= 8'b00110111;
	else if (randtemp == 8'b00000000)
		randtemp <= 8'b00110111;
	else begin
		randtemp [6:0] <= randtemp [7:1];
		randtemp [7] <= randtemp[6]^randtemp[7]^randtemp [0];
	end
	randomnum <= 9'b100000000+{1'b0,randtemp};
end	
endmodule
`timescale 1ns / 1ps
module slowclock (clk_in, clk_out);
input clk_in; output clk_out;
reg clk_out;
reg [25 : 0] period_count;
always @ (posedge clk_in)
	if (period_count!= 250000 - 1)
		begin
			period_count<= period_count + 1;
			clk_out <= 0;
		end
	else
		begin
			period_count <= 0;
			clk_out <= 1;
		end
endmodule
==> design/flow/run.sh <==
#!/bin/bash
# OpenROAD 26Q1-2900-gdf79404cd8, Yosys 0.63+post, stock flow scripts
make -C /OpenROAD-flow-scripts/flow DESIGN_CONFIG=/design/flow/config.mk WORK_HOME=/design/flow/orfs finish
==> design/flow/config.mk <==
export PLATFORM = sky130hd
export DESIGN_NAME = TopMod
export DESIGN_NICKNAME = TopMod
export VERILOG_FILES = /design/flow/design.v
export SDC_FILE = /design/flow/constraint.sdc
export NUM_CORES = 4
export LEC_CHECK = 1
export CORE_UTILIZATION = 50
==> design/flow/constraint.sdc <==
current_design TopMod

set clk_period 4.4
set clk_io_pct 0.2

create_clock -name clk0 -period $clk_period [get_ports {clk}]

set non_clock_inputs [all_inputs -no_clocks]
set_input_delay [expr $clk_period * $clk_io_pct] -clock clk0 $non_clock_inputs
set_output_delay [expr $clk_period * $clk_io_pct] -clock clk0 [all_outputs]
==> impl_metrics.toml <==
# generated from flow reports
[layout]
post-route-util = 0.6002
drive_above_1_share = 0.08732
synthToLayoutAreaGrowth_pct = 13.11
final_cells = 451

[timing]
fmaxAchievable_mhz = 430.2
slew_violations = 0
clock_skew_ps = 9.118
unconstrained_endpoints = 6
unclocked_regs = 2
finalSetupTns_ps = 0
rsz0062_at_grt = "false"
timing.final.crit_share = 0.5282
post-route-min-period_ps = 2324
holdWs_ps = 352.6
max-slew-margin-rel = 0.5849
worstMarginPinSlew_ps = 619.9
setup_viol = 0
finalHoldViolCount = 0

[clock_tree]
clk_latency_ps = 340
cts.htree.levels = 3
root_buffer = "clkbuf_8"
clk_pin_slew_ps = 80
holdBufCountCts = 0
clk_path_buf_depth = 2
cts_tree = "yes"
postCtsResizedCells = 0
cts-buffers-inserted = 9
postCtsSetupBuffers = 0

[synth]
synth_cell_types = 39
ys_seq_frac = 0.5379
async_flop_share = 0
ys_warn_count = 29
ys_chip_area_sq_mm = 0.003685
ff_type = "edfxtp_1"
synth_area_sq_mm = 0.003685
synth_flops = 79
synth-edff-count = 40
synth_area_per_cell_sq_um = 11.23
syn-instance-count = 328
ys_cells = 328

[pwr]
ir_drop_uv = 240.2
power_density_mw_per_mm2 = 317.8
finalPower_mw = 1.324
power.leakage_nw = 1.473

[die]
initCoreUtil = 0.5306
io_pins = 61
die_height_um = 87.85
die_area_sq_mm = 0.007717
die_w_um = 87.85
coreArea_sq_mm = 0.006944
rows = 30

[placed_design]
place_congestion = 0.8015
dp_cells = 435
port_buffers = 30
dp_hpwl_mm = 3.894

[run]
drv_cap = 0
log.warning_count = 60

[setup_path]
cp_max_fo = 13
r2r_cells = 5
cp-end-kind = "flop"
cp-start-kind = "flop"
r2r_start = "INIT.ramBusAddrTemp[11]"
worstPathArrival_ps = 2360
reg2reg_setup_slack_ps = 2080
required_ps = 4430
startpoint = "INIT.ramBusAddrTemp[11]"
setup.worst_path.class = "flop to flop"
crit_end = "INIT.ramBusAddrTemp[17]"
rr_endpoint = "INIT.ramBusAddrTemp[17]"

[drt]
n_antenna_cell = 0
dr_total_vias = 2207
drt_iter0_markers = 101
detail_route.first_pass.iterations = 4
drt-total-wl_mm = 5.583
drc = 0
wl_per_cell_um = 12.38
postRouteAntennaNets = 0
via_per_inst = 4.894

[global_route]
track_usage = 0.1638
grt_pass1_wl_mm = 9.584
grt_overflow = 0
grt_antenna_before_repair = 0
grt_max_degree = 15
grt_pass1_vias = 2074

[run_status]
status = "finished clean"

[hold_path]
hp-class = "flop to flop"
## sequential cells by signal, indices dropped and copies added (netlist names)
register / count
RC.MemWE: 1
INIT.ramBusAddrTemp: 23
INIT.ramLatchTemp: 1
INIT.finished: 1
RC.MemOE: 1
DISP.u3.temp: 2
RAND.randtemp: 8
DISP.u2.period_count: 26
RC.Ready: 1
INIT.ramBusDataInTemp: 2
RAND.randomnum: 2
RC.ramState: 4
NC.networkState: 2
DISP.u2.clk_out: 1
MemDB: 3
RC.RamCE: 1
## synthesized netlist by cell type (2+ instances only)
cell	instances	share of area
conb_1	2	0.0020
nor4_2	2	0.0068
dfxtp_1	39	0.21
nand3_1	24	0.033
and3_1	5	0.0085
xnor2_1	37	0.088
a31oi_1	2	0.0034
o21ai_0	4	0.0054
buf_4	26	0.053
nand2b_1	5	0.0085
nor3_1	5	0.0068
edfxtp_1	40	0.33
clkbuf_1	4	0.0041
a21oi_1	3	0.0041
inv_1	19	0.019
ha_1	12	0.041
nor2b_1	3	0.0051
xor2_1	9	0.021
nand4_4	2	0.012
nor4_4	3	0.017
nand2_1	18	0.018
nand4_1	13	0.022
nor2_1	21	0.021
nor4_1	12	0.020
buf_2	2	0.0027
mux2i_1	3	0.0081
## stage by stage
| step | setup WS (ps) | cell area, sq um |
|---|---|---|
| final | 2076 | 4168 |
| after global routing | 1799 | 4168 |
| after CTS | 2015 | 4168 |
| after detailed placement | 2065 | 3944 |
| after global placement | 2056 | 3944 |
| after floorplan | 1846 | 3726 |
## layout make-up
class	instances	area [sq um]
tap	96	120.1
fill	560	2776
timing repair buffer	32	315.3
clock buffer	9	123.9
sequential	79	1982
multi-input combinational	209	1455
inverter	19	71.32
clock inverter	7	100.1
## metal layers
layer | GRT usage | share of wire | up-vias
li1 | - | - | 1148
met1 | 0.2705 | 0.51 | 1011
met2 | 0.2410 | 0.43 | 46
met3 | 0.04103 | 0.052 | 2
met4 | 0.01639 | 0.0057 | 0
met5 | 0 | 0 | -
## cells in the final DEF (no fill, tap or decap), types with 2 or more instances in the layout
cell,count
nand3_1,24
nor2_1,21
nor4_2,2
nor4_1,12
nand2_1,18
nand4_4,2
inv_1,19
ha_1,12
nor4_4,3
edfxtp_1,40
a31oi_1,2
bufinv_16,2
dfxtp_1,39
o21ai_0,4
a21oi_1,3
clkinvlp_4,3
xnor2_1,37
buf_4,2
nand2b_1,5
conb_1,13
clkbuf_8,9
nor2b_1,2
clkinv_4,2
clkdlybuf4s50_1,30
nor3_1,5
nand4_1,13
mux2i_1,3
and3_1,5
xor2_1,9
## worst min-delay path by stage
stage                            start                to  slack, ps  cells after the start
final                 RAND.randtemp[4]  RAND.randtemp[3]        350                      0
after global routing  RAND.randtemp[4]  RAND.randtemp[3]        370                      0
after CTS             RAND.randtemp[4]  RAND.randtemp[3]        360                      0
## critical path, cell delays in order (launching register included)
cell and delay [ps]:
edfxtp_1 510, nor4_1 290, and3_1 200, nand3_1 140, nor2b_2 540, buf_4 330
## report_power, final
part,total (mW),internal (mW),switching (mW)
sequential,0.747,0.747,0
clock,0.578,0.321,0.257
combinational,0.000256,0,0.000255
total,1.32,1.07,0.257
## logic make-up after synthesis
logic type                 after synthesis  synth area share
AOI/OAI and AO/OA                       13           0.02309
xor gates and xnor gates                46            0.1093
adders and majority gates               12           0.04075
buffers and inverters                   51           0.07912
DFF                                     79            0.5379
muxes                                    3          0.008150
other                                    2          0.002038
and+or+nand+nor                        122            0.1997
